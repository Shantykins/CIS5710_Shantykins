--- flow/run.sh ---
#!/bin/bash
# OpenROAD 26Q1-2900-gdf79404cd8, Yosys 0.63+post, stock flow scripts
make -C /OpenROAD-flow-scripts/flow DESIGN_CONFIG=/design/flow/config.mk WORK_HOME=/design/flow/orfs finish
--- flow/design.v ---
`timescale 1ns / 1ps
`default_nettype none
module lc4_divider(input  wire [15:0] i_dividend,
                   input  wire [15:0] i_divisor,
                   output wire [15:0] o_remainder,
                   output wire [15:0] o_quotient);
      wire [15:0] tmp_dividend[16:0];
      wire [15:0] tmp_remainder[16:0];
      wire [15:0] tmp_quotient[16:0];
      assign  o_quotient = (i_divisor == 16'b0) ? 16'b0 : tmp_quotient[16];
      assign o_remainder = (i_divisor == 16'b0) ? 16'b0 : tmp_remainder[16];
      assign tmp_dividend[0] = i_dividend;
      assign tmp_remainder[0] = 16'b0;
      assign tmp_quotient[0] = 16'b0;
      genvar i; 
      for(i = 0; i < 16; i = i + 1) begin
        lc4_divider_one_iter div(.i_dividend(tmp_dividend[i]), .i_divisor(i_divisor), .i_remainder(tmp_remainder[i]), 
                                 .i_quotient(tmp_quotient[i]), .o_dividend(tmp_dividend[i+1]), .o_remainder(tmp_remainder[i+1]),
                                 .o_quotient(tmp_quotient[i+1]));
      end
endmodule  
module lc4_divider_one_iter(input  wire [15:0] i_dividend,
                            input  wire [15:0] i_divisor,
                            input  wire [15:0] i_remainder,
                            input  wire [15:0] i_quotient,
                            output wire [15:0] o_dividend,
                            output wire [15:0] o_remainder,
                            output wire [15:0] o_quotient);
    wire [15:0] remainder_tmp;
      assign remainder_tmp = (i_remainder << 1) | ((i_dividend >> 15) & 16'b1);
      assign o_quotient = (remainder_tmp < i_divisor) ? (i_quotient) << 1 : (i_quotient << 1) | 16'b1;
      assign o_remainder = (remainder_tmp < i_divisor) ? remainder_tmp : remainder_tmp - i_divisor;
      assign o_dividend = i_dividend << 1; 
endmodule
`timescale 1ns / 1ps
`default_nettype none
module lc4_alu(input  wire [15:0] i_insn,
               input wire [15:0]  i_pc,
               input wire [15:0]  i_r1data,
               input wire [15:0]  i_r2data,
               output wire [15:0] o_result);
      wire [15:0] claA, claB, claSum, divQuot, divRem; 
      wire claCin; 
      wire signed [15:0] IMM9, IMM5, IMM6, IMM7, IMM11, IMM11_SEXT; 
      wire [15:0] UIMM7, UIMM4, UIMM8; 
      wire signed [15:0] signed_r1data = i_r1data;
      wire signed [15:0] signed_r2data = i_r2data;
      assign IMM11[10:0] = i_insn[10:0]; 
      assign IMM11[15:11] = 5'b00000; 
      assign IMM11_SEXT[10:0] = i_insn[10:0]; 
      assign IMM11_SEXT[15:11] = (i_insn[10] == 1'b1) ? 5'b11111 : 5'b00000; 
      assign IMM9[8:0] = i_insn[8:0]; 
      assign IMM9[15:9] = (i_insn[8] == 1'b1) ? 7'b1111111 : 7'b0000000; 
      assign IMM5[4:0] = i_insn[4:0]; 
      assign IMM5[15:5] = (i_insn[4] == 1'b1) ? 11'b11111111111 : 11'b00000000000; 
      assign IMM6[5:0]  = i_insn[5:0]; 
      assign IMM6[15:6] = (i_insn[5] == 1'b1) ? 10'b1111111111 : 10'b0000000000; 
      assign IMM7[6:0]  = i_insn[6:0]; 
      assign IMM7[15:7] = (i_insn[6] == 1'b1) ? 9'b111111111 : 9'b000000000; 
      assign UIMM4[3:0]  = i_insn[3:0]; 
      assign UIMM4[15:4] = 12'b000000000000;
      assign UIMM7[6:0]  = i_insn[6:0]; 
      assign UIMM7[15:7] = 9'b000000000;
      assign UIMM8[7:0]  = i_insn[7:0]; 
      assign UIMM8[15:8] = 8'b00000000;
      cla16 cla_mod(.a(claA), .b(claB), .cin(claCin), .sum(claSum));
      lc4_divider aluDiv(.i_dividend(i_r1data), .i_divisor(i_r2data), .o_quotient(divQuot), .o_remainder(divRem));
      assign claA = (i_insn[15:12] == 4'b0000) || (i_insn[15:11] == 5'b11001) ? i_pc : i_r1data; 
      assign claB = ((i_insn[15:12] == 4'b0001 && i_insn[5:3]==4'b010)) ? ~i_r2data : 
                     (i_insn[15:12] == 4'b0001 && i_insn[5:3]==4'b000)  ? i_r2data : 
                     (i_insn[15:12] == 4'b0000) ? IMM9 : 
                     (i_insn[15:12] == 4'b0001 && i_insn[5]==1'b1) ? IMM5 : 
                     (i_insn[15:11] == 5'b01000) ? 16'b0 : 
                     (i_insn[15:11] == 5'b11001) ? IMM11_SEXT :
                    (i_insn[15:13] == 3'b011) ? IMM6: 
                    i_r2data;  
      assign claCin = (i_insn[15:12] == 4'b0001 && i_insn[5:3]==4'b010) ||
                       (i_insn[15:12] == 4'b0000) ||
                       (i_insn[15:11] == 5'b11001) ? 1'b1 : 1'b0;  
      assign o_result = ((i_insn[15:12] == 4'b0001 && i_insn[5:3]==4'b000) || (i_insn[15:12] == 4'b0000))? claSum :   
                        (i_insn[15:12] == 4'b0001 && i_insn[5:3]==4'b001) ? i_r1data * i_r2data :                     
                        ((i_insn[15:12] == 4'b0001 && i_insn[5:3]==4'b010))? claSum :                                 
                        ((i_insn[15:12] == 4'b0001 && i_insn[5]==1'b1))? claSum :                                     
                        (i_insn[15:12] == 4'b0001 && i_insn[5:3]==4'b011) ? divQuot :                                 
                        (i_insn[15:12] == 4'b0010 && i_insn[8:7]==2'b00) ?                                            
                          (signed_r1data > signed_r2data ? 16'b1 : (signed_r1data == signed_r2data ? 16'b0 : 16'hFFFF)) :
                        (i_insn[15:12] == 4'b0010 && i_insn[8:7]==2'b01) ?                                            
                          (i_r1data > i_r2data ? 16'b1 : (i_r1data == i_r2data ? 16'b0 : 16'hFFFF)) :
                        (i_insn[15:12] == 4'b0010 && i_insn[8:7]==2'b10) ?                                            
                          (signed_r1data > IMM7 ? 16'b1 : (signed_r1data == IMM7 ? 16'b0 : 16'hFFFF)) : 
                        ((i_insn[15:12] == 4'b0010 && i_insn[8:7]==2'b11) ?                                           
                          (i_r1data > UIMM7 ? 16'b1 : (i_r1data == UIMM7 ? 16'b0 : 16'hFFFF) ): 
                        (i_insn[15:11] == 5'b01000) ? claSum :    
                        (i_insn[15:11] == 5'b01001) ? ((i_pc & 16'h8000)  | (IMM11 << 4))   :                         
                        (i_insn[15:12] == 4'b0101 && i_insn[5:3]==4'b000) ? i_r1data & i_r2data :                     
                        (i_insn[15:12] == 4'b0101 && i_insn[5:3]==4'b001) ? ~i_r1data :                               
                        (i_insn[15:12] == 4'b0101 && i_insn[5:3]==4'b010) ? i_r1data | i_r2data :                     
                        (i_insn[15:12] == 4'b0101 && i_insn[5:3]==4'b011) ? i_r1data ^ i_r2data :                     
                        (i_insn[15:12] == 4'b0101 && i_insn[5]== 1'b1) ? i_r1data & IMM5 :                            
                        (i_insn[15:13] == 3'b011) ? claSum :                                                         
                        (i_insn[15:12] == 4'b1000) ? i_r1data :                                                      
                        (i_insn[15:12] == 4'b1001) ? IMM9 :                                                          
                        (i_insn[15:12] == 4'b1010 && i_insn[5:4]==2'b00) ? i_r1data << UIMM4 :                       
                        (i_insn[15:12] == 4'b1010 && i_insn[5:4]==2'b01) ? $signed(signed_r1data >>> UIMM4) :        
                        (i_insn[15:12] == 4'b1010 && i_insn[5:4]==2'b10) ? i_r1data >> UIMM4 :                       
                        (i_insn[15:12] == 4'b1010 && i_insn[5:4]==2'b11) ? divRem :                                  
                        (i_insn[15:11] == 5'b11000) ? i_r1data :                                                     
                        (i_insn[15:11] == 5'b11001) ? claSum :                                                       
                        (i_insn[15:12] == 4'b1101) ? (i_r1data & 16'h00FF) | (UIMM8 << 8) :                          
                        (i_insn[15:12] == 4'b1111) ? (16'h8000 | UIMM8)        :                                     
                        (16'h0000));                                                                                 
endmodule
`timescale 1 ns / 1 ps
`default_nettype none
module gp1(input wire a, b,
           output wire g, p);
   assign g = a & b;
   assign p = a | b;
endmodule
module gp4(input wire [3:0] gin, pin,
           input wire cin,
           output wire gout, pout,
           output wire [2:0] cout);
  assign gout = gin[3] | pin[3] & gin[2] | pin[3] & pin[2] & gin[1] | pin[3] & pin[2] & pin[1] & gin[0];
  assign pout = (& pin[3:0]); 
  assign cout[0] = gin[0] | pin[0] & cin;
  assign cout[1] = gin[1] | pin[1] & gin[0] | pin[1] & pin[0] & cin;
  assign cout[2] = gin[2] | pin[2] & gin[1] | pin[2] &  pin[1] & gin[0] | pin[2] &  pin[1] & pin[0] & cin;
endmodule
module cla16
  (input wire [15:0]  a, b,
   input wire         cin,
   output wire [15:0] sum);
   wire [15:0] g, p, carry;
   wire g15_0; 
   wire p15_0; 
   assign carry[0] = cin; 
   wire [3:0] g_grp, p_grp;
   wire [2:0] car_grp;
   assign carry[12] = car_grp[2]; 
   assign carry[8] = car_grp[1]; 
   assign carry[4] = car_grp[0]; 
   genvar i;
   for(i = 0; i < 16; i = i + 1) begin
      gp1 g_mod(.a(a[i]), .b(b[i]), .g(g[i]), .p(p[i]));
   end
    gp4 gp4_1(.gin(g[3:0]), .pin(p[3:0]), .cin(carry[0]), .gout(g_grp[0]), .pout(p_grp[0]), .cout(carry[3:1]));
    gp4 gp4_2(.gin(g[7:4]), .pin(p[7:4]), .cin(car_grp[0]), .gout(g_grp[1]), .pout(p_grp[1]), .cout(carry[7:5]));
    gp4 gp4_3(.gin(g[11:8]), .pin(p[11:8]), .cin(car_grp[1]), .gout(g_grp[2]), .pout(p_grp[2]), .cout(carry[11:9]));
    gp4 gp4_4(.gin(g[15:12]), .pin(p[15:12]), .cin(car_grp[2]), .gout(g_grp[3]), .pout(p_grp[3]), .cout(carry[15:13]));
    gp4 gp4_big(.gin(g_grp[3:0]), .pin(p_grp[3:0]), .cin(carry[0]), .gout(g15_0), .pout(p15_0), .cout(car_grp[2:0]));
   for(i = 0; i < 16; i = i + 1) begin
      assign sum[i] =  a[i] ^ b[i] ^ carry[i];
   end 
endmodule
module gpn
  #(parameter N = 4)
  (input wire [N-1:0] gin, pin,
   input wire  cin,
   output wire gout, pout,
   output wire [N-2:0] cout);
   wire [N-1:0] gArr; 
   assign gArr[0] = gin[0];
   assign cout[0] = gin[0] | (pin[0] & cin);
   assign gout = gArr[N-1];
   assign pout = & pin[N-1 : 0]; 
   genvar i; 
   for(i = 1; i < N; i = i + 1) begin
     assign gArr[i] = gin[i] | (gArr[i-1] & pin[i]);
   end
   for(i = 1; i < N - 1; i = i + 1) begin
      assign cout[i] = gin[i] | (cout[i-1] & pin[i]);   
   end
endmodule
--- flow/constraint.sdc ---
current_design lc4_alu

set clk_period 63.2
set clk_io_pct 0.2

create_clock -name clk0 -period $clk_period

set non_clock_inputs [all_inputs -no_clocks]
set_input_delay [expr $clk_period * $clk_io_pct] -clock clk0 $non_clock_inputs
set_output_delay [expr $clk_period * $clk_io_pct] -clock clk0 [all_outputs]
--- flow/config.mk ---
export PLATFORM = sky130hd
export DESIGN_NAME = lc4_alu
export DESIGN_NICKNAME = lc4_alu
export VERILOG_FILES = /design/flow/design.v
export SDC_FILE = /design/flow/constraint.sdc
export NUM_CORES = 4
export LEC_CHECK = 1
export CORE_UTILIZATION = 30
==> impl_metrics.sql <==
-- physical implementation figures
INSERT INTO impl_metrics (metric_group, metric, value, unit) VALUES
('final_layout', 'share_of_cells_above_drive_strength_1', '7.74', '%'),
('final_layout', 'stdcell_count', '4655', ''),
('critical_path', 'worstSetupEndpointType', 'output pin', ''),
('critical_path', 'endpoint', 'o_result[2]', ''),
('critical_path', 'critical_path.startpoint', 'i_r2data[12]', ''),
('critical_path', 'cpMaxStageDelayCell', 'sky130_fd_sc_hd__nor4_4', ''),
('route', 'antenna-diode-count', '0', ''),
('sta', 'finalCritPeriodShare', '96.2', '%'),
('clock_tree', 'hold_buffer_count_at_cts', '0', ''),
('route', 'final_antenna_net_count', '0', ''),
('synth', 'synth.top_cell.area_share', '20.9', '%'),
('route', 'drtIter0Drc', '2313', ''),
('route', 'detail_route.drc_violations', '0', ''),
('route', 'detail_route.vias_per_cell', '5.87', ''),
('sta', 'tightest_slew', '1280', 'ps'),
('die', 'floorplanUtilization', '30.5', '%'),
('placement', 'dpl-instance-area', '26800', 'sq um'),
('critical_path', 'critical_path_required', '50560', 'ps'),
('critical_path', 'crit_top_cell', 'sky130_fd_sc_hd__a21oi_1', ''),
('route', 'detail_route.first_pass.iterations', '6', ''),
('sta', 'slew-limit-headroom', '13.1', '%'),
('sta', 'setup_viol', '0', ''),
('final_layout', 'final-seq-area', '0', 'sq um'),
('die', 'num_rows', '103', ''),
('synth', 'ys_seq_share', '0', '%'),
('placement', 'hpwlAfterDp', '86.9', 'mm'),
('die', 'fp.dieArea', '81900', 'sq um'),
('synth', 'syn-instance-count', '3526', ''),
('critical_path', 'critical_path.max_fanout', '28', ''),
('grt', 'grt_first_pass_wirelength', '170', 'mm'),
('grt', 'overflow', '0', ''),
('job', 'timing.max_cap.violations', '0', ''),
('placement', 'numPlacedInstances', '4655', ''),
('job', 'stage_log_warnings', '104', ''),
('synth', 'netlist-cell-type-count', '90', ''),
('critical_path', 'criticalPathCategory', 'input pin to output pin', ''),
('die', 'top_level_ports', '80', ''),
('synth', 'yosys-stat-area', '24200', 'sq um'),
('synth', 'syn_area_per_cell', '6.87', 'sq um'),
('placement', 'gp_congestion', '1.04', ''),
('final_layout', 'stdcell_area', '27100', 'sq um'),
('placement', 'placement.io_buffers', '80', ''),
('sta', 'highest_clock_rate', '0.0165', 'GHz'),
('final_layout', 'layout.clock_buffers', '0', ''),
('sta', 'min_period', '60770', 'ps'),
('synth', 'synth.top_cells.by_area', 'sky130_fd_sc_hd__ha_1 (21%), sky130_fd_sc_hd__fa_1 (8.2%), sky130_fd_sc_hd__a21oi_1 (6.3%)', ''),
('final_layout', 'ff_latch_count', '0', ''),
('route', 'detailroute.via_count', '27300', ''),
('grt', 'grt_antenna_before_repair', '5', ''),
('critical_path', 'timing.critical_path.arrival', '48130', 'ps'),
('grt', 'maximum_number_of_pins_on_one_net_before_global_route_repair', '59', ''),
('grt', 'first_global_vias', '26100', ''),
('route', 'drt_wl_total', '113', 'mm'),
('sta', 'finalHoldViolations', '0', ''),
('die', 'die_outline_height', '286', 'microns'),
('final_layout', 'synthToLayoutAreaGrowth', '11.8', '%'),
('outcome', 'outcome', 'finished clean', ''),
('synth', 'yosys_cells', '3526', ''),
('sta', 'final_max_slew_viol_count', '0', ''),
('critical_path', 'critPathLaunchType', 'input pin', ''),
('synth', 'netlist_area', '24200', 'sq um'),
('synth', 'netlist.top_cell.by_area', 'sky130_fd_sc_hd__ha_1', ''),
('grt', 'groute.usage.overall', '27.9', '%'),
('die', 'fp.dieW', '286', 'microns'),
('critical_path', 'max_stage_delay', '560', 'ps'),
('route', 'drt-wirelength-per-cell', '24.3', 'microns'),
('worst_hold_path', 'timing.hold.worst.class', 'input pin to output pin', ''),
('die', 'floorplan.core_area', '79400', 'sq um'),
('synth', 'yosys_warnings', '1', '');
## cells by family after synthesis
logic type	count (synthesis)	synth area share [%]
buffers and inverters	440	6.91
multiplexers	90	4.19
AND/OR/NAND/NOR	1120	21.0
AND-OR/OR-AND	1166	31.4
adder cells (fa/ha/maj)	503	29.1
other	1	0.0155
XOR/XNOR	206	7.45
## how the worst min path moves through the flow
stage	from	end	cells after the start
final	i_insn[3]	o_result[2]	5
after global routing	i_insn[3]	o_result[2]	5
after CTS	i_insn[3]	o_result[2]	5
## metrics by stage
step	util (%)	setup TNS (ps)	hold WS [ps]	setup slack [ps]
finish	34.1	0	26490	2430
global route	34.1	-132	26530	-70.6
CTS	33.8	0	26470	103
detailed placement	33.8	0	26460	85.5
global placement	33.8	0	26470	681
floorplan	-	0	25550	4330
## Yosys cell counts, types with 18 or more instances
library cell / count
sky130_fd_sc_hd__a31oi_1: 44
sky130_fd_sc_hd__o211ai_1: 44
sky130_fd_sc_hd__nor2_1: 383
sky130_fd_sc_hd__a21boi_0: 25
sky130_fd_sc_hd__a2111oi_0: 20
sky130_fd_sc_hd__nor4_1: 19
sky130_fd_sc_hd__o21ai_0: 259
sky130_fd_sc_hd__ha_1: 404
sky130_fd_sc_hd__a221oi_1: 23
sky130_fd_sc_hd__a21oi_1: 304
sky130_fd_sc_hd__o22ai_1: 18
sky130_fd_sc_hd__o221ai_1: 24
sky130_fd_sc_hd__o21bai_1: 26
sky130_fd_sc_hd__nor3_1: 90
sky130_fd_sc_hd__xor2_1: 69
sky130_fd_sc_hd__nand2b_1: 35
sky130_fd_sc_hd__nor2b_1: 43
sky130_fd_sc_hd__inv_1: 289
sky130_fd_sc_hd__mux2i_1: 47
sky130_fd_sc_hd__a211oi_1: 59
sky130_fd_sc_hd__mux2_2: 37
sky130_fd_sc_hd__o21a_1: 49
sky130_fd_sc_hd__o31ai_1: 22
sky130_fd_sc_hd__and2_1: 27
sky130_fd_sc_hd__clkbuf_1: 122
sky130_fd_sc_hd__or3_1: 29
sky130_fd_sc_hd__xnor2_1: 137
sky130_fd_sc_hd__a211o_1: 21
sky130_fd_sc_hd__nand2_1: 351
sky130_fd_sc_hd__nand3_1: 62
sky130_fd_sc_hd__a21o_1: 83
sky130_fd_sc_hd__fa_1: 99
## cell type report
class | instances | area [sq um]
fill | 8677 | 52300
inverter | 297 | 1110
multi-input combinational | 3092 | 22800
tap | 1050 | 1310
timing repair buffer | 216 | 1800
## placed cells by master (no fill, tap or decap), types with 29 or more instances in the layout
cell type and n:
sky130_fd_sc_hd__a21oi_1 300, sky130_fd_sc_hd__xor2_1 69, sky130_fd_sc_hd__fa_1 99, sky130_fd_sc_hd__ha_1 404
sky130_fd_sc_hd__nor3_1 88, sky130_fd_sc_hd__o21ai_0 249, sky130_fd_sc_hd__nor2b_1 43, sky130_fd_sc_hd__or3_1 29
sky130_fd_sc_hd__a31oi_1 40, sky130_fd_sc_hd__buf_4 134, sky130_fd_sc_hd__inv_1 289, sky130_fd_sc_hd__xnor2_1 137
sky130_fd_sc_hd__clkdlybuf4s50_1 75, sky130_fd_sc_hd__nand3_1 62, sky130_fd_sc_hd__mux2_2 37, sky130_fd_sc_hd__a21o_1 82
sky130_fd_sc_hd__o21a_1 46, sky130_fd_sc_hd__nand2_1 351, sky130_fd_sc_hd__o211ai_1 44, sky130_fd_sc_hd__mux2i_1 46
sky130_fd_sc_hd__nand2b_1 35, sky130_fd_sc_hd__a211oi_1 54, sky130_fd_sc_hd__nor2_1 379
## per-layer routing
layer	vias up	GRT usage (%)	routed length, microns
li1	12900	-	-
met2	1237	43.0	48800
met3	353	5.25	9460
met4	10	12.6	6520
met5	-	0	68
met1	12900	38.2	48300
## critical path: cells and delay by family
family,cells,cell delay [ps]
compound gates,77,18260
xor+xnor,1,70
fa+ha+maj,15,4370
buf+inv,15,3730
mux,5,1660
simple gates,30,7280
## timing repair
action / CTS / global route
pin swaps: 0 / 1
endpoints found under the setup margin: 1 / 16
resized: 2 / 59
setup buffers: 0 / 0
